==> run.sh <==
#!/bin/bash
# OpenROAD 26Q1-2900-gdf79404cd8, Yosys 0.63+post, stock flow scripts
make -C /OpenROAD-flow-scripts/flow DESIGN_CONFIG=/design/flow/config.mk WORK_HOME=/design/flow/orfs finish
==> config.mk <==
export PLATFORM = sky130hd
export DESIGN_NAME = ALU
export DESIGN_NICKNAME = ALU
export VERILOG_FILES = /design/flow/design.v
export SDC_FILE = /design/flow/constraint.sdc
export NUM_CORES = 4
export LEC_CHECK = 1
export CORE_UTILIZATION = 30
==> constraint.sdc <==
current_design ALU

set clk_period 20.9
set clk_io_pct 0.2

create_clock -name clk0 -period $clk_period

set non_clock_inputs [all_inputs -no_clocks]
set_input_delay [expr $clk_period * $clk_io_pct] -clock clk0 $non_clock_inputs
set_output_delay [expr $clk_period * $clk_io_pct] -clock clk0 [all_outputs]
==> design.v <==
module ALU(alu_op,rs1_dout,alu_in_2,alu_result,alu_bcond);
	input [3:0]alu_op;
	input [31:0] rs1_dout;
	input [31:0] alu_in_2;
	output reg [31:0] alu_result;
	output reg alu_bcond;
	always @(*) begin
		alu_result = 0;
		alu_bcond = 0;
		case(alu_op)
			4'b0000: begin
			 if((rs1_dout - alu_in_2)==0) alu_bcond =1;
			 else alu_bcond = 0;
			end
			4'b0001: begin
			 if((rs1_dout-alu_in_2)!=0) alu_bcond =1;
			 else alu_bcond = 0;
			end
			4'b0010: begin
			 if(rs1_dout<alu_in_2) alu_bcond =1;
			 else alu_bcond = 0;
			end
			4'b0011: begin
			 if(rs1_dout>=alu_in_2) alu_bcond =1;
			 else alu_bcond = 0;
			end
			4'b0100: alu_result = rs1_dout+alu_in_2;
			4'b0101: alu_result = rs1_dout-alu_in_2;
			4'b0110: alu_result = rs1_dout<<alu_in_2;
			4'b0111: alu_result = rs1_dout^alu_in_2;
			4'b1000: alu_result = rs1_dout|alu_in_2;
			4'b1001: alu_result = rs1_dout&alu_in_2;
			4'b1010: alu_result = rs1_dout>>alu_in_2;
			default:begin end
		endcase
		end
endmodule
==> results.cfg <==
; yosys + openroad results
[status]
outcome = finished clean

[worst_setup_path]
cp-start-kind = primary input
cp-end-kind = primary output
cp_max_fo = 25
path_depth = 15
crit_slowest_cell = a2111oi_0
cpPeakStageDelay_ps = 810
worstPathRequired_ps = 16720
crit_chain = clkdlybuf4s50_1 > buf_4 > clkinv_1 > ha_1 > inv_2 > a221oi_4 > a21oi_1 > nor3_1 > a211oi_1 > a2111oi_0 > nand4_1 > or4_1 > or3_1 > a211oi_1 > clkdlybuf4s50_1
cp_top_family = AND-OR/OR-AND gates
worstSetupPathType = primary input to primary output
cp.arrival_ps = 9960
path_buffers = 5

[pwr]
p_leak_nw = 4.08
max-vdd-ir-drop_uv = 9.83
power.density_nw_per_um2 = 25.9

[synth]
synth_warnings = 1
netlist_area_um2 = 9240
ys_types = 74
yosys_cells = 1449
netlist_instances = 1449
yosys_area_um2 = 9240
ys_seq_share_pct = 0
avgSynthCellArea_um2 = 6.37

[timing]
finalMaxSlewViolations = 0
setup_viol = 0
final_hold_viol_count = 0
rsz0062_at_grt = no
timing.fmax_mhz = 70.7
slew_headroom_pct = 39.8
worst_pin_slew_ps = 880
min_period_over_period_pct = 67.7
timing.final.crit_period_ps = 14140
fin_ws_ps = 6760
fin_tns_setup_ps = 0

[clock_network]
postCtsSetupBuffers = 0
holdBufCountCts = 0
post_cts_resized = 0

[die]
io_pins = 101
die-area_um2 = 31500
rows = 63
core-area_um2 = 30000
dieHeight_um = 177
die_x_um = 177
fp_util_pct = 30.8

[detailed_routing]
route.detailed.drc = 0
vias = 12000
n_antenna_cell = 0
dr.pass1.iters = 5
antenna_left = 0
post_drt_wl_per_cell_um = 25.7
drt-initial-drc-count = 1660
wl_um = 48000
vias_per_cell = 6.42

[global_route]
grt_max_degree = 71
grt_antenna_before_repair = 2
grt_pass1_vias = 11100
grt_remaining_overflow = 0
grt_usage_pct = 30.9
grt_pass1_wl_um = 71900

[place]
dp_hpwl_um = 38100
place.gp.congestion = 1.06
place_inst = 1869
port_buffers = 101
place_ws_ps = 6770

[final_layout]
instances_no_fill = 1869
regArea_um2 = 0
fillers = 3299
num-clock-buffers = 0
area_growth_pct = 14.5
layout_top_cell = nor2_1
drive_above_1_share_pct = 6.22
ff_count = 0
final_cell_mix = nor2_1, a21oi_1, nand2_1

[hold_path]
hold_class = primary input to primary output
hold_depth = 5

[run]
maxCapViolCount = 0
warning_count = 96
-- metrics by stage --
step | total power, W | hold slack (ps) | utilization [%] | area [um^2]
2_1_floorplan | 0.000166 | 8470 | - | 9240
4_1_cts | 0.000268 | 9500 | 35.3 | 10600
3_3_place_gp | 0.000269 | 9500 | 35.3 | 10600
6_report | 0.000274 | 9490 | 35.3 | 10600
3_5_place_dp | 0.000266 | 9490 | 35.3 | 10600
5_1_grt | 0.000295 | 9590 | 35.3 | 10600
-- worst paths after layout --
| path | start | endpoint | slack, ps |
|---|---|---|---|
| worst max-delay path | alu_in_2[5] | alu_bcond | 6760 |
| worst min-delay path | alu_in_2[1] | alu_result[1] | 9490 |
-- report_power, final --
part	internal, W	switching (W)	leakage, nW	total [W]
Clock	0	0	0	0
Sequential	0	0	0	0
Combinational	0.000102	0.000173	4.08	0.000274
Total	0.000102	0.000173	4.08	0.000274
-- synth_stat cells, drive strengths merged, types with 4 or more instances --
cell	n	area [um^2]
a21oi	155	791
a221o	4	40.0
o2111ai	5	43.8
clkinv	4	15.0
clkbuf	79	297
or3	13	81.3
o21ai	98	490
o221ai	14	123
a31oi	19	119
mux2	6	67.6
nor2b	20	125
or4	12	90.1
o22ai	24	150
and2	10	62.6
nand4	9	56.3
nor4	22	138
a211o	9	78.8
a221oi	19	184
o21bai	13	97.6
a311oi	9	78.8
mux2i	41	410
buf	29	129
ha	96	1200
mux4	20	450
nand2	112	420
o31ai	17	133
a2111oi	12	105
nor3	67	335
a21o	20	150
a311o	4	40.0
o22a	4	35.0
nor2	157	589
nand2b	17	106
a32oi	4	35.0
o211a	7	70.1
and3	9	56.3
inv	95	357
nand3	35	175
a211oi	43	323
o211ai	24	180
a22oi	11	82.6
xnor2	30	263
o21a	10	75.1
or2	5	31.3
-- worst min-delay path: stages --
cell and delay (ps):
buf_2 260, ha_1 270, a21oi_1 110, o21ai_0 90
clkdlybuf4s50_1 410
-- final cells by class --
cell class | instances | area [um^2] | share of cell area, %
timing repair buffer | 138 | 1270 | 12.0
tap | 390 | 488 | 4.61
inverter | 99 | 372 | 3.51
multi-input combinational | 1242 | 8440 | 79.9
-- kinds of logic (layout without fill, tap and decap cells) --
| group | after synthesis | in the layout | synth area share [%] |
|---|---|---|---|
| compound gates | 550 | 550 | 39.7 |
| mux | 67 | 67 | 10.1 |
| simple gates | 495 | 495 | 25.2 |
| fa+ha+maj | 98 | 98 | 13.4 |
| buf+inv | 207 | 237 | 8.63 |
| xor+xnor | 32 | 32 | 3.03 |
-- per-layer routing --
metal,part of all wire [%],GRT usage (%),up-vias
li1,-,-,5502
met3,9.1,3.86,103
met5,0,0,-
met1,44,45.4,5711
met2,44,46.9,692
met4,3.7,9.22,0
Power figures rest on the tool's default switching activity, not on a simulated workload.
