## flow/design.v

```verilog
module branchpredictor(
input reset,
input clk,
input [31:0] pc,
input btb_update,
input [31:0] real_pc,
input [4:0] write_index,
input [24:0] tag_write,
output reg[31:0] pred_pc,
output reg taken
);
integer i;
reg [24:0] tag_table[0:31];
reg[31:0] btb[0:31];
wire [4:0] btb_idx;
wire [24:0] tag;
assign btb_idx=pc[6:2];
assign tag=pc[31:7];
always @(*) begin
    if(reset)begin  
        for(i = 0; i < 32; i = i + 1)begin
            tag_table[i]=25'bZZZZZZZZZZZZZZZZZZZZZZZZZ;
            btb[i]=32'bZZZZZZZZZZZZZZZZZZZZZZZZZZZZZZZZ;
        end
        taken=0;
        pred_pc=0;
   end
   else begin
    if(tag==tag_table[btb_idx])
    begin
    taken=1;
    pred_pc=btb[btb_idx];
    end
    else
    begin
    taken=0;
    pred_pc=pc+4;
    end
   end
end
always @(posedge clk) begin
if(btb_update)
begin
   btb[write_index]<=real_pc;
   tag_table[write_index]<=tag_write;
end
end
endmodule
```

## flow/run.sh

```bash
#!/bin/bash
# OpenROAD 26Q1-2900-gdf79404cd8, Yosys 0.63+post, stock flow scripts
make -C /OpenROAD-flow-scripts/flow DESIGN_CONFIG=/design/flow/config.mk WORK_HOME=/design/flow/orfs finish
```

## flow/config.mk

```make
export PLATFORM = sky130hd
export DESIGN_NAME = branchpredictor
export DESIGN_NICKNAME = branchpredictor
export VERILOG_FILES = /design/flow/design.v
export SDC_FILE = /design/flow/constraint.sdc
export NUM_CORES = 4
export LEC_CHECK = 1
export CORE_AREA = 10 10 70 70
export DIE_AREA = 0 0 80 80
```

## flow/constraint.sdc

```tcl
current_design branchpredictor

set clk_period 6.2
set clk_io_pct 0.2

create_clock -name clk0 -period $clk_period [get_ports {clk}]

set non_clock_inputs [all_inputs -no_clocks]
set_input_delay [expr $clk_period * $clk_io_pct] -clock clk0 $non_clock_inputs
set_output_delay [expr $clk_period * $clk_io_pct] -clock clk0 [all_outputs]
```

==> results.ini <==
[hold_path]
holdPathStages=3
hold_class=in -> out

[layout]
lay_top_cells=66 x clkdlybuf4s50_1, 14 x nor2_1, 12 x a21oi_1
fill_cells=342
clkbuf_count=0
logic_area_um2=762
layout-drive-gt1-share=0.0372
syn2layout_area_growth_pct=81.9
layout_top_cell_excl_fill_tap=clkdlybuf4s50_1
utilization=0.438
flops=0
ff_latch_area_um2=0

[grt]
grt_pass1_wl_mm=5.62
grt_pass1_vias=1213
track_usage=0.103
gr-total-overflow=0
grt_max_degree=30
antenna_found_initial=0

[critical_path]
startpoint=pc[10]
critPathBufInv=2
crit_slowest_cell=clkdlybuf4s50_1
critical_path_depth=6
arrival_ps=3660
cp_common_cell=clkdlybuf4s50_1
crit_type=in -> out
slowest_delay_ps=560
crit_path_cell_trace=clkdlybuf4s50_1 > and4_1 > nand3_1 > or3_1 > a21oi_1 > clkdlybuf4s50_1
critical_path.top_delay_family=simple AND/OR/NAND/NOR gates
worst_setup_path_start_kind=primary input
path_max_fanout=10
worstPathRequired_ps=4960
cp-endpoint=pred_pc[25]
crit_path_end_kind=output pin

[power]
pwr_density_cell_mw_per_mm2=49.3
power_frac_comb=1.000
peakVddDrop_mv=0.0224
pwr-share-clk=0
p_seq_frac=0
switching_power_w=0.0000262
p_leak_nw=0.473
switching_share=0.356
p_int_w=0.0000475

[synth]
ys_seq_frac=0
yosysChipArea_um2=822
mux_area_frac=0
synthDistinctLibCells=33
syn-mean-instance-area_um2=6.32
yosysTopAreaCell=xor2_1
synth_area_um2=822
ys_sh_simple=0.557
synthTopLogicFamily=simple AND/OR/NAND/NOR gates
ys_sh_aoi=0.216
area_leaders=xor2_1 11%, nand4_1 7.6%, a21oi_1 7.3%, nor2_1 6.4%, nand3_1 5.5%
top_cell_area_share=0.107
ys_cells=130
ys_warn_count=3653
synthAdderAreaFrac=0.0152
syn_inst=130
ys_sh_xor=0.139

[timing]
finalCritPeriodShare=0.791
hold_viol_final=0
setup_viol=0
setup-tns-final_ps=0
rsz0062_at_grt=false
slew_violations=0
worst_slew_pin_slew_ps=404
hold_slack_ps=3390
fmax_ghz=0.204
relSlewSlack=0.730
fin_crit_ps=4900

[detailed_routing]
drc=0
viasPerCell=5.04
num_vias=1179
dr.pass1.iters=4
drt-total-wl_mm=3.34
antenna_cells=0
wl_per_cell_um=14.3
first_iter_violations=51
postRouteAntennaNets=0

[floorplanning]
num_rows=21
pin_count=130
chipArea_mm2=0.00640
core_mm2=0.00342
initial_core_util=0.241
die_w_um=80
die_h_um=80

[placed_design]
portBuffers=66
dp.final_hpwl_mm=2.70
gp_congestion=0.780

[clock_tree]
ctsResizeCount=0
postCtsSetupBuffers=0
holdBufCountCts=0

[job]
openroad.warnings=91
maxCapViolCount=0

[outcome]
outcome=completed

==> how the worst min path moves through the flow <==
stage,startpoint,to,slack [ps]
after CTS,pc[1],pred_pc[1],3400
after global routing,pc[1],pred_pc[1],3430
final,pc[0],pred_pc[0],3390
==> per-stage QoR <==
step           setup slack (ps)  instances  total power (W)  instance area [µm²]
6_report                   1300        234        0.0000737                 1500
5_1_grt                    1060        234        0.0000818                 1500
4_1_cts                    1300        234        0.0000749                 1500
3_5_place_dp               1300        234        0.0000742                 1500
3_3_place_gp               1320        234        0.0000740                 1500
2_1_floorplan              2560        130        0.0000203                  822
==> layer usage <==
metal / global-route usage / up-vias / routed length, µm
li1: - / 611 / -
met1: 0.132 / 521 / 1490
met2: 0.165 / 47 / 1460
met3: 0.0420 / 0 / 402
met4: 0 / 0 / 0
met5: 0 / - / 0
==> kinds of logic after synthesis <==
logic type	after synthesis
compound gates	29
xor+xnor	13
fa+ha+maj	1
buf+inv	11
simple gates	76
==> power groups by stage <==
| stage | Sequential [W] | Combinational, W | Clock (W) |
|---|---|---|---|
| CTS | 0 | 0.0000749 | 0 |
| global route | 0 | 0.0000818 | 0 |
| finish | 0 | 0.0000737 | 0 |
==> cell type report <==
| class | count | area share |
|---|---|---|
| multi-input cells | 119 | 0.510 |
| well taps | 46 | 0.0385 |
| repair buffers | 67 | 0.447 |
| inverters | 2 | 0.00502 |
==> tightest hold or removal path, cell delays in order <==
cell,delay (ps)
clkdlybuf4s50_1,390
nor2b_1,120
clkdlybuf4s50_1,400
==> cell usage after synthesis <==
cell      instances
nor2_1           14
a21oi_1          12
nand2_1          10
nand4_1          10
xor2_1           10
nand3_1           9
o21ai_0           7
or3_1             7
and4_1            5
and3_1            4
buf_2             3
clkbuf_1          3
nor2b_1           3
nor4_1            3
o21a_1            3
o31ai_1           3
or4_1             3
xnor2_1           3
and2_1            2
inv_1             2
o31a_2            2
and4_2            1
and4b_1           1
buf_4             1
buf_6             1
clkbuf_4          1
ha_1              1
nand3_4           1
nand4_4           1
o31a_1            1
o41ai_1           1
or2_2             1
or4b_1            1
Power is estimated from default activity; no workload was simulated.
