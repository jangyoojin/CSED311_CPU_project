`./run.sh`:
```
#!/bin/bash
# OpenROAD 26Q1-2900-gdf79404cd8, Yosys 0.63+post, stock flow scripts
make -C /OpenROAD-flow-scripts/flow DESIGN_CONFIG=/design/flow/config.mk WORK_HOME=/design/flow/orfs finish
```
`./config.mk`:
```
export PLATFORM = sky130hd
export DESIGN_NAME = RegisterFile
export DESIGN_NICKNAME = RegisterFile
export VERILOG_FILES = /design/flow/design.v
export SDC_FILE = /design/flow/constraint.sdc
export NUM_CORES = 4
export LEC_CHECK = 1
export CORE_UTILIZATION = 50
```
`./constraint.sdc`:
```
current_design RegisterFile

set clk_period 15.5
set clk_io_pct 0.2

create_clock -name clk0 -period $clk_period [get_ports {clk}]

set non_clock_inputs [all_inputs -no_clocks]
set_input_delay [expr $clk_period * $clk_io_pct] -clock clk0 $non_clock_inputs
set_output_delay [expr $clk_period * $clk_io_pct] -clock clk0 [all_outputs]
```
`./design.v`:
```
module RegisterFile(input reset,
                    input clk,
                    input [4:0] rs1,           
                    input [4:0] rs2,           
                    input [4:0] rd,            
                    input [31:0] rd_din,       
                    input reg_write,          
                    output [31:0] rs1_dout,    
                    output [31:0] rs2_dout,
                    output [31:0]rf17
                    );   
  integer i;
reg [31:0] rf[0:31];
assign rf17=rf[17];
assign rs1_dout=rf[rs1];
assign rs2_dout=rf[rs2];
always @(posedge clk) begin 
    if(reg_write && rd != 0)begin
    rf[rd]<=rd_din;
  end
end
  always @(posedge clk) begin
    if (reset) begin
      for (i = 0; i < 32; i = i + 1)
        rf[i] = 32'b0;
      rf[2] = 32'h2ffc;  
    end
  end
endmodule
```
==> results.sh <==
# yosys + openroad results
export IMPL_grt_pass1_wl_mm=293
export IMPL_synth_seq_share=0.550
export IMPL_combPwrFrac=0.128
export IMPL_postCtsSetupRepairBufs=0
export IMPL_ys_chip_area_um2=55900
export IMPL_vias=38700
export IMPL_clkPwrFrac=0.384
export IMPL_numClockSinks=1024
export IMPL_startpoint_type="input pin"
export IMPL_antenna_found_initial=16
export IMPL_cp_arrival_ns=7.32
export IMPL_edf_count=1024
export IMPL_vdd_drop_max_mv=0.0903
export IMPL_post_route_util=0.560
export IMPL_cts_tree="yes"
export IMPL_lay_top_cells="mux2i_1 (1024), edfxtp_1 (1024), and2_1 (981), nand3_1 (194), nand2_1 (193)"
export IMPL_grt_overflow=0
export IMPL_drt_iter0_drc=2922
export IMPL_async_flop_share=0
export IMPL_syn_instance_count=4603
export IMPL_yosys_cell_types_count=27
export IMPL_grt_setup_unrepaired="false"
export IMPL_yosys_warnings=1
export IMPL_dp_hpwl_mm=117
export IMPL_critical_path_class="in2out"
export IMPL_tightest_slew_ns=1.05
export IMPL_post_cts_resized=0
export IMPL_synthFlopType="edfxtp_1"
export IMPL_ys_ff=1024
export IMPL_wl_per_cell_um=34.1
export IMPL_finalInstanceArea_um2=62100
export IMPL_powerDensity_nw_per_um2=109
export IMPL_fp_utilization=0.505
export IMPL_top_cell_area_share=0.550
export IMPL_top_area_cell="edfxtp_1"
export IMPL_drt_first_pass_iters=5
export IMPL_rows=122
export IMPL_ant_nets=0
export IMPL_fmax_mhz=96.0
export IMPL_fin_cells=6186
export IMPL_combGateArea_um2=23300
export IMPL_reg_largest_list="rf x1024"
export IMPL_grt_max_degree=97
export IMPL_drive_gt1_frac=0.0814
export IMPL_min_from="reset"
export IMPL_grtUsageTotal=0.408
export IMPL_critPathLaunch="rs1[1]"
export IMPL_synth_avg_cell_area_um2=12.2
export IMPL_cts_root_buf="clkbuf_16"
export IMPL_hold_viol_final=0
export IMPL_post_route_period_util=0.672
export IMPL_status="finished, final reports clean"
export IMPL_slew_viol_final=0
export IMPL_worstHoldPathType="in2reg"
export IMPL_clk_path_buf_depth=3
export IMPL_syn_area_um2=55900
export IMPL_placed_cells=5973
export IMPL_viasPerCell=6.26
export IMPL_regArea_um2=30700
export IMPL_switching_share=0.258
export IMPL_p_leak_nw=24.1
export IMPL_port_buffers=145
export IMPL_drcViolationCount=0
export IMPL_cp_max_fo=67
export IMPL_core_area_um2=111000
export IMPL_die_h_um=336
export IMPL_die_area_um2=113000
export IMPL_place_congestion=0.912
export IMPL_top_register="rf"
export IMPL_htree_num_levels=3
export IMPL_tritoncts_num_buffers=112
export IMPL_maxCapViolations=0
export IMPL_area_leaders="edfxtp_1 (55%), mux2i_1 (18%), and2_1 (11%)"
export IMPL_grt_pass1_vias=38900
export IMPL_critPathRequiredTime_ns=12.40
export IMPL_internal_power_mw=5.01
export IMPL_warning_count=26
export IMPL_die_x_um=336
export IMPL_drt_total_wl_mm=211
export IMPL_pin_count=146
export IMPL_placed_cell_area_um2=58600
export IMPL_area_growth_pct=11.0
export IMPL_relSlewSlack=0.301
export IMPL_setup_violations=0
export IMPL_seqPwrFrac=0.488
export IMPL_setup_tns_ns=0
export IMPL_fillCellCount=8992
export IMPL_yosys_cells=4603
export IMPL_worstSetupEndpointType="output pin"
export IMPL_largest_reg_flops=1024
export IMPL_p_sw_mw=1.75
export IMPL_path_clk_slew_ns=0.06
export IMPL_period_minus_slack_ns=10.42
export IMPL_hold_buffers=0
==> worst paths after layout <==
path | end | slack [ns] | cells after the start
setup / recovery | rs1_dout[8] | 5.08 | 10
hold / removal | rf[0][6] | 3.07 | 2
==> synthesized netlist by cell type, types with 33 or more instances <==
cell type  instances
clkbuf_1         230
or2_2             33
and2_1           983
a31oi_1           64
nand3_1          194
edfxtp_1        1024
mux2i_1         1024
buf_4             64
a21oi_1          192
nor3_1            64
buf_2             74
nand2_1          195
a22oi_1          192
a22o_1           128
==> worst max-delay path: stages <==
cell and delay (ns):
buf_8 0.53, buf_4 0.66, buf_4 0.75, buf_4 0.69
mux2i_1 0.16, a22o_1 0.25, nor3_1 0.23, a31oi_1 0.09
nand3_1 0.17, clkdlybuf4s50_1 0.51
==> cells by family after synthesis <==
logic type | synth area share
DFF | 0.550
and+or+nand+nor | 0.156
AOI/OAI and AO/OA | 0.0701
buffers and inverters | 0.0408
muxes | 0.183
other | 0.0000670
==> routing by layer <==
| metal | wire [µm] | track usage |
|---|---|---|
| met2 | 89600 | 0.544 |
| met5 | 828 | 0.0536 |
| met3 | 37300 | 0.304 |
| met4 | 9000 | 0.134 |
| met1 | 74300 | 0.530 |
==> metrics by stage <==
step | worst slack, ns | power, mW | hold WS (ns)
after floorplan | 8.25 | 3.81 | 3.28
after global placement | 5.16 | 4.19 | 3.79
after detailed placement | 5.19 | 4.19 | 3.79
after CTS | 5.17 | 6.76 | 3.05
after global routing | 4.93 | 6.93 | 3.06
final | 5.08 | 6.75 | 3.07
==> area by class of cell <==
type                       count  area share
sequential                  1024       0.495
timing repair buffer         298      0.0434
multi-input combinational   3163       0.375
antenna                       16    0.000645
clock buffer                 143      0.0480
clock inverter                54     0.00782
tap                         1488      0.0300
==> power groups by stage <==
stage         sequential [mW]  clock (mW)  combinational (mW)
global route             3.32        2.72               0.902
CTS                      3.29        2.62               0.845
finish                   3.30        2.59               0.864
Power figures rest on the tool's default switching activity, not on a simulated workload.
